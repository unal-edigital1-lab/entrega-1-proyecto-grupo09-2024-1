==> design.v <==
module BCDtoSSeg (BCD, SSeg);
  input [3:0] BCD;
  output reg [6:0] SSeg;
always @ ( * ) begin
  case (BCD)
   4'b0000: SSeg = 7'b0000001;  
	4'b0001: SSeg = 7'b1001111;  
	4'b0010: SSeg = 7'b0010010;  
	4'b0011: SSeg = 7'b0000110;  
	4'b0100: SSeg = 7'b1001100;  
	4'b0101: SSeg = 7'b0100100;  
	4'b0110: SSeg = 7'b0100000;  
	4'b0111: SSeg = 7'b0001111;  
	4'b1000: SSeg = 7'b0000000;  
	4'b1001: SSeg = 7'b0000100;  
   4'ha: SSeg = 7'b0001000;  
   4'hb: SSeg = 7'b1100000;
   4'hc: SSeg = 7'b0110001;
   4'hd: SSeg = 7'b1000010;
   4'he: SSeg = 7'b0110000;
   4'hf: SSeg = 7'b0111000;
    default:
    SSeg = 0;
  endcase
end
endmodule
`timescale 1ns / 1ps
module display(
    input [18:0] num,
    input clk,
    output [0:6] sseg,
    output reg [5:0] an,
	 input rst,
	 output led
    );
reg [3:0]bcd=0;
BCDtoSSeg bcdtosseg(.BCD(bcd), .SSeg(sseg));
reg [26:0] cfreq=0;
wire enable;
assign enable = cfreq[16];
assign led =enable;
always @(posedge clk) begin
  if(rst==0) begin
		cfreq <= 0;
	end else begin
		cfreq <=cfreq+1;
	end
end
reg [2:0] count =0;
always @(posedge enable) begin
		if(rst==0) begin
			count<= 0;
			an<=6'b11111; 
		end else begin
			count<= count+1;
			an<=6'b111111; 
			case (count) 	
				3'h0: begin bcd <= num[5:0] % 10;   an<=6'b111110; end 
				3'h1: begin bcd <= (((num[5:0] - (num[5:0] % 10)) / 10) % 10);   an<=6'b111101; end 
				3'h2: begin bcd <= num[11:6] % 10;  an<=6'b111011; end 
				3'h3: begin bcd <= (((num[11:6] - (num[11:6] % 10)) / 10) % 10); an<=6'b110111; end 
				3'h4: begin bcd <= num[17:12] % 10; an<=6'b101111; end
				3'h5: begin bcd <= (((num[17:12] - (num[17:12] % 10)) / 10) % 10); an<=6'b011111; end
			endcase
		end
end
endmodule
==> run.sh <==
#!/bin/bash
# OpenROAD 26Q1-2900-gdf79404cd8, Yosys 0.63+post, stock flow scripts
make -C /OpenROAD-flow-scripts/flow DESIGN_CONFIG=/design/flow/config.mk WORK_HOME=/design/flow/orfs finish
==> config.mk <==
export PLATFORM = sky130hd
export DESIGN_NAME = display
export DESIGN_NICKNAME = display
export VERILOG_FILES = /design/flow/design.v
export SDC_FILE = /design/flow/constraint.sdc
export NUM_CORES = 4
export LEC_CHECK = 1
export CORE_UTILIZATION = 30
==> constraint.sdc <==
current_design display

set clk_period 4.8
set clk_io_pct 0.2

create_clock -name clk0 -period $clk_period [get_ports {clk}]

set non_clock_inputs [all_inputs -no_clocks]
set_input_delay [expr $clk_period * $clk_io_pct] -clock clk0 $non_clock_inputs
set_output_delay [expr $clk_period * $clk_io_pct] -clock clk0 [all_outputs]
==> run notes <==
The run finished with clean final reports. The final weighted congestion of routability-driven global placement is 0.920. The worst min-delay path class is reg2reg. The main area contributors are sky130_fd_sc_hd__dfxtp_1 13%, sky130_fd_sc_hd__ha_1 7.6%, sky130_fd_sc_hd__xnor2_1 5.6%. With the combined buffer and inverter count along the critical path at 1, the highest net fanout along the worst path is 15. For the final routed database, the setup TNS stands at 0 ns. For reference, the final report shows the max-slew violation count at 0.

The required time at the worst-slack endpoint was 3.84 ns. The worst clock skew on the final layout was 0.00196 ns. 30 endpoints have no timing constraint. Per the detail_route report, DRC violations left total 0. Number of standard cells in the layout, taps in and fillers out: 705. Pin placement for this block handled 35 I/O pins.

For this run, the number of Yosys warnings is 2. Layout overhead on the synthesized area: 12.3%. The final antenna diode tally reported by the flow is 0.

The die height is 117 µm. Per the post-synthesis stats, the area per cell is 7.55 µm². The leakage component of the power was reported as 1.64 nW. For this run, the share of the core covered by cells in the final layout is 34.8%.

The number of antenna violations at the first check in global routing is 0, and the number of inserted filler cells in the final layout is 1338. The H-tree depth was 1; the clock-pin slew on the worst setup and hold paths was 0.05 ns. The tools report the total wire length after detailed routing as 9370 µm. Per the detail_route report, vias per standard cell equal 5.52. The worst-margin pin slew was 0.863 ns; the global-route usage over all layers was 14.4%. Yosys instantiated no cell more often than sky130_fd_sc_hd__nor2_1. With the post-CTS setup buffer count at 0, the total of hold buffers inserted after clock tree synthesis is 0.

TritonCTS built the clock tree. The clock passes through at most 2 buffers. The tools report the post-CTS resize count as 0. The tools report the total number of vias as 3889. Per the detailed placement report, the placed cell area equals 4340 µm². The worst-case max-slew headroom was logged as 42.5%. The synthesis run shows the most used standard cells to be 47 x sky130_fd_sc_hd__nor2_1, 38 x sky130_fd_sc_hd__a21oi_1, 37 x sky130_fd_sc_hd__nand2_1. The number of enable-type register cells in the synthesized netlist came out at 4. Endpoint kind of the worst setup timing path: a primary output. The analysis reports a worst IR drop on VDD of 0.198 mV.

Clock insertion delay at the later pin of the skew report: 0.24 ns. In the final report, the number of endpoints failing setup comes to 0. The post-layout period usage of the worst path is 49.3%.

After detailed placement, the design holds a cell count of 701. The timer found 13 register pins that no clock reaches; their paths are not timed. Static timing analysis puts the maximum clock frequency at 423 MHz. The arrival time of data at the worst endpoint is listed as 1.41 ns.

Startpoint-to-endpoint class of the critical path: reg2out. The initialized floorplan defines 41 standard-cell rows. Dividing the detail-routed wire length by the instance count gives 13.3 µm.

The logs give 4420 µm² for the design area and 90 for the number of distinct library cells after synthesis. The tools report the die area as 13600 µm². The run gives 5 as the iteration count of the initial detailed-routing pass. The run gives 31.0% as the effective utilization at floorplan. The cell area that synthesis handed to floorplanning was 3940 µm². The first global-routing pass estimated 16200 µm of wire.

For the sequential share of the synthesized area, the log shows 16.3%. Detailed placement ended at an HPWL of 7510 µm. Max capacitance violation total: 0. Listed in order, past its start point the critical path passes clkdlybuf4s50_1.

Per the final layout report, the fraction of cells sized above drive strength 1 comes to 6.00%. The total cells reported by yosys after synthesis is 522. Looking at the critical path, the single cell with the biggest stage delay is sky130_fd_sc_hd__dfxtp_1. The final period demand of the worst path works out to 2.37 ns. The root buffer cell chosen for the clock tree is sky130_fd_sc_hd__clkbuf_16. According to the floorplan report, the placeable core area is 12700 µm².

Number of global-route vias before repair: 3463. The number of DRC markers in iteration 0 was 272. Among cell families on the critical path, the largest total delay comes from flip-flops. Counting endpoints that fail hold in the final report gives 0.

Summing over the stages, the warning tally comes to 37. Setup repair after global routing left no endpoint under its margin. Buffers placed on the I/O ports in this run total 33. Entering global routing, the biggest net connects 26 pins.

The run gives 117 µm for the horizontal extent of the die. The run gives 0.60 ns for the biggest cell delay along the critical path. The synthesized design devotes to its leading area cell type 13.2% of total area. Per the post-route antenna check, the number of violating nets is 0. The cell type that accounts for the most area after synthesis is sky130_fd_sc_hd__dfxtp_1. The number of synthesized register bits works out to 30. The report lists the power per cell area as 396 nW/µm². The critical path startpoint category was a register. Clock tree synthesis inserted a total of 3 buffers. The synthesized netlist handed to floorplanning was reported with a cell count of 522. The logs give 0 for the total grt overflow and 1.75 mW for the total power. The fraction of registers with async set/reset is 0%.

Looking at the cell usage after synthesis, the top flip-flop cell is sky130_fd_sc_hd__dfxtp_1. The chip area line in the Yosys stat output reads 3940 µm².
## where the power goes
| part | leakage, nW | internal [mW] | total (mW) | switching [mW] |
|---|---|---|---|---|
| clock network | 0.0409 | 0.111 | 0.161 | 0.0502 |
| logic | 1.35 | 0.578 | 1.43 | 0.857 |
| registers | 0.250 | 0.154 | 0.156 | 0.00145 |
## area by class of cell
type / count / area [µm²] / share of cell area [%]
Inverter: 18 / 67.6 / 1.53
Tap cell: 172 / 215 / 4.86
Sequential cell: 30 / 641 / 14.5
Multi-Input combinational cell: 448 / 3090 / 69.9
Timing Repair Buffer: 33 / 330 / 7.47
Clock buffer: 3 / 75.1 / 1.70
Clock inverter: 1 / 5.00 / 0.113
## layout by cell type, fill, tap and decap left out, types with 3 or more instances in the layout
| cell type | n |
|---|---|
| sky130_fd_sc_hd__xor2_1 | 9 |
| sky130_fd_sc_hd__ha_1 | 24 |
| sky130_fd_sc_hd__nand2_1 | 37 |
| sky130_fd_sc_hd__o21ai_0 | 25 |
| sky130_fd_sc_hd__nand3_1 | 18 |
| sky130_fd_sc_hd__a22o_1 | 3 |
| sky130_fd_sc_hd__a21oi_1 | 38 |
| sky130_fd_sc_hd__o21ai_1 | 5 |
| sky130_fd_sc_hd__xnor2_1 | 25 |
| sky130_fd_sc_hd__a32oi_1 | 3 |
| sky130_fd_sc_hd__nor2_1 | 47 |
| sky130_fd_sc_hd__o31a_1 | 4 |
| sky130_fd_sc_hd__edfxtp_1 | 4 |
| sky130_fd_sc_hd__and3_1 | 9 |
| sky130_fd_sc_hd__nand2b_1 | 6 |
| sky130_fd_sc_hd__a31oi_1 | 11 |
| sky130_fd_sc_hd__nor2b_1 | 10 |
| sky130_fd_sc_hd__clkdlybuf4s50_1 | 33 |
| sky130_fd_sc_hd__o221ai_1 | 4 |
| sky130_fd_sc_hd__inv_1 | 17 |
| sky130_fd_sc_hd__a221o_1 | 3 |
| sky130_fd_sc_hd__nor3_1 | 18 |
| sky130_fd_sc_hd__clkbuf_16 | 3 |
| sky130_fd_sc_hd__a211oi_1 | 6 |
| sky130_fd_sc_hd__o22ai_1 | 4 |
| sky130_fd_sc_hd__mux2i_1 | 11 |
| sky130_fd_sc_hd__a21o_1 | 11 |
| sky130_fd_sc_hd__a311oi_1 | 4 |
| sky130_fd_sc_hd__nand4_1 | 10 |
| sky130_fd_sc_hd__o211ai_1 | 7 |
| sky130_fd_sc_hd__or2_2 | 6 |
| sky130_fd_sc_hd__dfxtp_1 | 26 |
| sky130_fd_sc_hd__and2_1 | 22 |
| sky130_fd_sc_hd__a211o_1 | 6 |
## routing by layer
layer / global-route usage [%] / vias up / wire length (µm)
li1: - / 1981 / -
met1: 20.9 / 1820 / 4580
met2: 25.0 / 86 / 4390
met3: 0.793 / 2 / 376
met4: 0.759 / 0 / 29
met5: 0 / - / 0
## state kept, by name, indices dropped and copies added, names as in the netlist
register	count
an	6
count	3
cfreq	17
bcd	4
## logic make-up (layout without fill, tap and decap cells)
family / Yosys count / after routing / synth area share (%)
buffers and inverters: 44 / 55 / 5.27
adders and majority gates: 26 / 26 / 8.42
AOI/OAI and AO/OA: 172 / 172 / 31.5
muxes: 14 / 14 / 4.03
and+or+nand+nor: 202 / 202 / 26.9
xor gates and xnor gates: 34 / 34 / 7.56
DFF: 30 / 30 / 16.3
## final timing paths
kind / depth (start not counted) / from / to / slack, ns
worst max-delay path: 1 / cfreq[16] / led / 2.43
worst min-delay path: 1 / cfreq[0] / cfreq[0] / 0.46
worst max register to register: 7 / cfreq[3] / cfreq[16] / 2.93
worst min register to register: 1 / cfreq[0] / cfreq[0] / 0.46
## per-stage QoR
stage	setup slack, ns	hold WS [ns]
6_report	2.43	0.459
5_1_grt	2.34	0.458
4_1_cts	2.41	0.453
3_5_place_dp	2.58	0.443
3_3_place_gp	2.65	0.427
2_1_floorplan	3.08	0.414
Power figures rest on the tool's default switching activity, not on a simulated workload.
