==> design.v <==
module clkgen(clkin,clkoutV, clkout1s, Mdivisor);
input [2:0] Mdivisor;
input clkin;
output reg clkoutV;  
output reg clkout1s; 
reg[27:0] counter=28'd0;
reg [4:0] vtime=7;
reg [4:0] vtime1s=31;
parameter divisor = 781250;
always @(posedge clkin)
	begin
		counter <= counter + 1;
		if(counter==divisor-1)begin
			counter <= 28'd0;
			vtime <=vtime-1;
			vtime1s <=vtime1s-1;
			if (vtime ==0) begin 
				clkoutV = ~clkoutV;
				vtime <= (2 << Mdivisor)-1;
			end 
			if (vtime1s ==0) begin 
				clkout1s = ~clkout1s;
				vtime1s <= 31;
			end 	
		end
	end
endmodule
==> run.sh <==
#!/bin/bash
# OpenROAD 26Q1-2900-gdf79404cd8, Yosys 0.63+post, stock flow scripts
make -C /OpenROAD-flow-scripts/flow DESIGN_CONFIG=/design/flow/config.mk WORK_HOME=/design/flow/orfs finish
==> config.mk <==
export PLATFORM = sky130hd
export DESIGN_NAME = clkgen
export DESIGN_NICKNAME = clkgen
export VERILOG_FILES = /design/flow/design.v
export SDC_FILE = /design/flow/constraint.sdc
export NUM_CORES = 4
export LEC_CHECK = 1
export CORE_AREA = 10 10 109 109
export DIE_AREA = 0 0 119 119
==> constraint.sdc <==
current_design clkgen

set clk_period 4.8
set clk_io_pct 0.2

create_clock -name clk0 -period $clk_period [get_ports {clkin}]

set non_clock_inputs [all_inputs -no_clocks]
set_input_delay [expr $clk_period * $clk_io_pct] -clock clk0 $non_clock_inputs
set_output_delay [expr $clk_period * $clk_io_pct] -clock clk0 [all_outputs]
==> flow_summary_export.csv <==
group,metric,value,unit
run,warnings,26,
final_timing,finalSetupViolCount,0,
final_timing,drv_slew,0,
floorplan,io_pins,6,
floorplan,die_area,14200,um^2
cts,clock-sinks,40,
floorplan,fp.dieW,119,um
pwr,pwr-share-seq,0.614,
cts,htree_levels,2,
final_timing,period_minus_slack,2180,ps
global_routing,grt_antenna_before_repair,0,
final_layout,postLayoutCoreUtil,0.225,
cts,cts_tree,"yes",
final_timing,fmax,459,MHz
cts,ctsResizeCount,0,
logic_synthesis,ys_area,1880,um^2
setup_path,worst-path-max-fanout,4,
final_layout,final_layout_size_suffix_gt1_frac,0.0812,
drt,wl_per_cell,9.24,um
cts,clockRootBuffer,"clkbuf_8",
setup_path,required,4820,ps
floorplan,num_rows,36,
place,gp_congestion,0.763,
setup_path,start_kind,"input pin",
final_timing,clock_skew,6.79,ps
place,place_inst,322,
logic_synthesis,yosys_cells,187,
drt,viasPerCell,3.91,
drt,drtAntennaViolNets,0,
global_routing,grt_pass1_wl,5.35,mm
drt,wirelength,3.05,mm
logic_synthesis,synth_warnings,1,
pwr,p_sw,0.111,mW
cts,clkTransAtPathRegs,70,ps
logic_synthesis,ys_types,34,
global_routing,groute.usage.overall,0.0440,
logic_synthesis,netlist_area,1880,um^2
cts,clk_path_buf_depth,2,
setup_path,slowest_stage,"clkdlybuf4s50_1",
final_timing,tightest_slew,628,ps
final_timing,grt_setup_unrepaired,"no",
logic_synthesis,ys_seq_frac,0.489,
global_routing,grt-ovfl-total,0,
logic_synthesis,ys.flops,40,
logic_synthesis,postSynthAreaPerCell,10.1,um^2
floorplan,core,9640,um^2
final_timing,max_slew_margin,0.578,
pwr,leakage,0.685,nW
drt,drcViolationCount,0,
floorplan,die_h,119,um
drt,antenna_cells,0,
setup_path,endpoint_kind,"flop",
cts,insertion_delay,290,ps
final_timing,setup_tns,0,ps
setup_path,path_cells,"clkdlybuf4s50_1 -> nor3_1 -> inv_1 -> ha_1 -> xor2_1 -> a21oi_1",
pwr,internal_power,0.451,mW
cts,cts_buffers,5,
global_routing,grt_pass1_vias,1157,
final_layout,finalNonFillerCells,330,
pwr,total_power,0.562,mW
drt,vias,1290,
final_timing,finalCritPeriodShare,0.454,
pwr,p_comb_frac,0.010,
setup_path,worstSetupPathType,"input pin to flop",
place,numPortBuffers,5,
floorplan,initial_core_util,0.195,
cts,cts_setup_buffers,0,
setup_path,crit_buf_inv,2,
run,drv_cap,0,
final_layout,area_growth,15.2,%
outcome,status,"complete, no violations",
setup_path,worst_ep_arrival_time,2200,ps
pwr,ir_worst_vdd,0.101,mV
logic_synthesis,syn_inst,187,
cts,postCtsHoldBufs,0,
drt,dr.pass1.iters,3,
global_routing,grt_max_degree,19,
pwr,clkPwrFrac,0.375,
setup_path,critical_path.max_stage_delay,460,ps
place,place_hpwl,2.18,mm
final_timing,holdWs,479,ps
hold_path,hold_path_class,"flop to flop",
final_timing,hold_viol_final,0,
setup_path,cpLargestDelayFamily,"buffers and inverters",
pwr,power_density,259,nW/um^2
drt,drtIter0Drc,75,
pwr,swShare,0.198,
==> sequential cells by signal (all words and copies together), names as in the netlist <==
| name | flops |
|---|---|
| counter | 28 |
| vtime | 5 |
| clkoutV | 1 |
| vtime1s | 5 |
| clkout1s | 1 |
==> synthesized netlist by cell type <==
library cell	count	area, um^2
dfxtp_1	28	561
nor2_1	21	78.8
xnor2_1	20	175
nand2_1	13	48.8
nand4_1	13	81.3
edfxtp_1	12	360
inv_1	10	37.5
nand3_1	9	45.0
xor2_1	8	70.1
nor4_1	6	37.5
ha_1	5	62.6
nor3_1	5	25.0
nand2b_1	4	25.0
a21oi_1	3	15.0
and2_1	3	18.8
and3_1	3	18.8
and4_1	3	26.3
clkbuf_2	2	10.0
mux2i_1	2	20.0
nor3_2	2	20.0
o21ai_0	2	10.0
and2_2	1	7.51
and4_2	1	10.0
buf_2	1	5.00
clkbuf_1	1	3.75
nand4_2	1	12.5
nand4_4	1	21.3
nor3b_1	1	7.51
nor4_2	1	12.5
nor4_4	1	21.3
nor4b_1	1	8.76
o221ai_1	1	8.76
or3_1	1	6.26
or4b_2	1	10.0
==> cells in the final DEF, fill, tap and decap left out, drive strengths merged <==
master / netlist / layout
dfxtp: 28 / 28
nor2: 21 / 21
xnor2: 20 / 20
nand4: 15 / 15
nand2: 13 / 13
edfxtp: 12 / 12
inv: 10 / 10
nand3: 9 / 9
xor2: 8 / 8
nor4: 8 / 8
nor3: 7 / 7
clkbuf: 3 / 7
ha: 5 / 5
clkdlybuf4s50: 0 / 5
nand2b: 4 / 4
and4: 4 / 4
and2: 4 / 4
a21oi: 3 / 3
and3: 3 / 3
o21ai: 2 / 2
mux2i: 2 / 2
or3: 1 / 1
nor4b: 1 / 1
nor3b: 1 / 1
or4b: 1 / 1
o221ai: 1 / 1
clkinv: 0 / 1
buf: 1 / 1
==> cells by family after synthesis <==
family	count (synthesis)	synth area share
AND-OR/OR-AND	6	0.0180
XOR/XNOR	28	0.130
adder cells (fa/ha/maj)	5	0.0332
buffers and inverters	14	0.0299
flip-flops	40	0.489
multiplexers	2	0.0106
AND/OR/NAND/NOR	92	0.289
==> stage by stage <==
stage | setup WS (ps) | cell area, um^2
3_3_place_gp | 2360 | 2090
3_5_place_dp | 2320 | 2090
4_1_cts | 2620 | 2170
6_report | 2620 | 2170
5_1_grt | 2460 | 2170
2_1_floorplan | 2910 | 1880
==> metal layers <==
metal,global-route usage,wire [um],up-vias
met5,0,0,-
met4,0.00687,46,0
met3,0.0144,137,7
met2,0.0591,1210,15
met1,0.0679,1660,589
li1,-,-,679
==> final cells by class <==
| cell class | count | area, um^2 |
|---|---|---|
| Fill cell | 1051 | 7470 |
| Multi-Input combinational cell | 133 | 905 |
| Sequential cell | 40 | 921 |
| Clock buffer | 7 | 76.3 |
| Clock inverter | 1 | 5.00 |
| Inverter | 10 | 37.5 |
| Tap cell | 133 | 166 |
| Timing Repair Buffer | 6 | 57.6 |
==> path summary, 6_finish.rpt <==
| path | start | to | slack (ps) | cells past startpoint |
|---|---|---|---|---|
| hold / removal | counter[26] | counter[26] | 480 | 1 |
| hold reg to reg | counter[26] | counter[26] | 480 | 1 |
| setup reg to reg | counter[0] | vtime1s[2] | 2630 | 5 |
| setup / recovery | Mdivisor[2] | vtime[3] | 2620 | 6 |
==> power by group through the flow <==
stage | Clock (mW) | Sequential (mW) | Combinational, mW
finish | 0.211 | 0.345 | 0.00583
global route | 0.233 | 0.345 | 0.00646
CTS | 0.220 | 0.345 | 0.00585
Power and IR drop assume default switching activity.
